==> flow/constraint.sdc <==
current_design my_MIO_BUS

set clk_period 6.8
set clk_io_pct 0.2

create_clock -name clk0 -period $clk_period

set non_clock_inputs [all_inputs -no_clocks]
set_input_delay [expr $clk_period * $clk_io_pct] -clock clk0 $non_clock_inputs
set_output_delay [expr $clk_period * $clk_io_pct] -clock clk0 [all_outputs]
==> flow/run.sh <==
#!/bin/bash
# OpenROAD 26Q1-2900-gdf79404cd8, Yosys 0.63+post, stock flow scripts
make -C /OpenROAD-flow-scripts/flow DESIGN_CONFIG=/design/flow/config.mk WORK_HOME=/design/flow/orfs finish
==> flow/config.mk <==
export PLATFORM = sky130hd
export DESIGN_NAME = my_MIO_BUS
export DESIGN_NICKNAME = my_MIO_BUS
export VERILOG_FILES = /design/flow/design.v
export SDC_FILE = /design/flow/constraint.sdc
export NUM_CORES = 4
export LEC_CHECK = 1
export CORE_AREA = 10 10 159 159
export DIE_AREA = 0 0 169 169
==> flow/design.v <==
module my_MIO_BUS (
    input clk,
    input rst,
    input [4:0] BTN,   
    input [15:0] SW,   
    input [31:0] PC,
    input mem_w,   
    input [31:0] Cpu_data2bus,   
    input [31:0] addr_bus,   
    input [31:0] ram_data_out,   
    input [15:0] led_out,
    input [31:0] counter_out,   
    input counter0_out,   
    input counter1_out,   
    input counter2_out,   
    input [6:0] piano_key_status,  
    output reg [31:0] Cpu_data4bus, 
    output reg [31:0] ram_data_in, 
    output reg [9:0] ram_addr, 
    output reg data_ram_we, 
    output reg GPIOf0000000_we, 
    output reg GPIOe0000000_we, 
    output reg counter_we, 
    output reg [31:0] Peripheral_in, 
    input [11:0] vram_data_out, 
    output reg [11:0] vram_data_in, 
    output reg [17:0] vram_addr, 
    output reg vram_we, 
    input [7:0] audio_data_out , 
    output reg [7:0] audio_data_in, 
    output reg [16:0] audio_addr, 
    output reg audio_we 
);
always @ ( * ) begin
    Cpu_data4bus = 0;
    ram_data_in = 0;
    ram_addr = 0;
    data_ram_we = 0;
    GPIOf0000000_we = 0;
    GPIOe0000000_we = 0;
    counter_we = 0;
    Peripheral_in = 0;
    vram_data_in = 0;
    vram_addr = 0;
    vram_we = 0;
    audio_data_in = 0;
    audio_addr = 0;
    audio_we = 0;
    case (addr_bus[31:28]) 
        4'b1111:begin  
            if(addr_bus[27:24] == 4'h0 ) begin
            GPIOe0000000_we = mem_w;
            Peripheral_in = Cpu_data2bus;  
            data_ram_we=0;
            Cpu_data4bus = {11'b00000000000,BTN,SW}; 
            end else if (addr_bus[27:24] == 4'h1) begin  
                Cpu_data4bus = {25'b0, piano_key_status};  
            end else begin
                GPIOf0000000_we = mem_w;
                Peripheral_in = Cpu_data2bus;
                Cpu_data4bus = {11'b00000000000,BTN,SW};
            end
        end
        4'b1110:begin  
            GPIOe0000000_we = mem_w;
            Peripheral_in = Cpu_data2bus;  
            ram_data_in = Cpu_data2bus; 
            ram_addr = addr_bus[11:2]; 
        end
        4'b1100:begin 
            vram_we=mem_w;
            vram_addr = addr_bus[19:2]; 
            vram_data_in = Cpu_data2bus[11:0];
            Cpu_data4bus = {20'b0, vram_data_out};
        end
        4'b1010:begin 
            audio_we = mem_w;
            audio_addr = addr_bus[17:1];
            audio_data_in = Cpu_data2bus[7:0];
            Cpu_data4bus = {24'b0, audio_data_out};
        end
        default: begin
            Cpu_data4bus = ram_data_out; 
            ram_data_in = Cpu_data2bus; 
            ram_addr = addr_bus[11:2]; 
            data_ram_we = mem_w;
        end
    endcase
end
endmodule
==> metrics.sh <==
FINAL.MIN_CLOCK_PERIOD_NS=5.88
DRT_WL_TOTAL_MICRONS=13800
POWER.SHARE.SEQUENTIAL_PCT=0
NCLKBUFFERS=0
LAYOUT.AREA.SEQ_SQ_UM=0
PORT_BUFFERS=306
POWER.IR.VDD_WORST_mV=0.0219
FINAL_ANTENNA_NET_COUNT=0
FINAL.SETUP.TNS_NS=0
FINAL_MIN_PERIOD_OVER_CLOCK_PERIOD_PCT=86.4
MAX_SLEW.WORST_PIN.SLEW_NS=0.920
CP_MAX_FO=17
MIN_DELAY_WORST_ENDPOINT='Cpu_data4bus[31]'
HP-CLASS='in -> out'
WORST_HOLD_PATH_DEPTH=3
FP_UTIL_PCT=8.18
CAP_VIOL_MAX_COUNT=0
SYNTH_CELL_TYPE_COUNT=32
SYNTH.TOP_CELLS.BY_AREA='sky130_fd_sc_hd__and2_1 50%, sky130_fd_sc_hd__o21a_1 5.9%, sky130_fd_sc_hd__a22o_1 4.4%, sky130_fd_sc_hd__buf_6 4.4%, sky130_fd_sc_hd__nor2_1 4.2%'
RSZ_0062_RAISED_AFTER_GLOBAL_ROUTING='false'
FINAL-SETUP-VIOL-COUNT=0
SYNTHDOMINANTAREACELLTYPE='sky130_fd_sc_hd__and2_1'
POSTSYNTHSEQSHARE_PCT=0
POWERDENSITY_mW_PER_MM2=49.6
AREAGROWTHSYNTHTOFINISH_PCT=184
ROUTE.DETAILED.WL_PER_INST_MICRONS=16.6
YS_CELLS=264
FP.DIEH_MICRONS=169
DIEWIDTH_MICRONS=169
SHARE_CLK_OF_TOTAL_POWER_PCT=0
GRT.TOTAL_USAGE_PCT=8.85
P_INT_uW=181
FINAL_UTIL_PCT=23.3
P_COMB_SHARE_PCT=100.0
DR_TOTAL_VIAS=2879
CTS_RESIZED=0
PLACE_AREA_SQ_MM=0.00508
FIN_TOTAL_PWR_uW=252
DRV_SLEW=0
SLEW_HEADROOM_PCT=38.5
GRT_PASS1_VIAS=3073
OPENROAD.WARNINGS=122
TIMING_WORST_SETUP_PATH_TYPE='in -> out'
AVGVIACOUNTPERCELL=3.47
SYNTH.CELL_AREA_SQ_MM=0.00179
LENGTH_OF_THE_FIRST_DETAILED_ROUTING_PASS_IN_ITERATIONS=5
I_O_PINS=397
ANTENNA-DIODE-COUNT=0
CTS_SETUP_BUFFERS=0
START_KIND='input pin'
DESIGN.SEQ.COUNT=0
STATUS='completed'
GRT_OVERFLOW=0
MAX_FREQ_MHz=170
GP_CONGESTION=0.783
ANTENNA_VIOLATIONS_BEFORE_REPAIR=0
ROW_COUNT=54
CRITICAL_PATH_ARRIVAL_NS=4.52
HOLDCRITSTARTPOINT='ram_data_out[31]'
FRACTION_OF_FINAL_LAYOUT_CELLS_SIZED_BEYOND_DRIVE_STRENGTH_1_PCT=3.64
REQUIRED_NS=5.44
SYNTH.YOSYS.WARNINGS=1
FP.DIEAREA_SQ_MM=0.0286
CRIT_PATH_END_KIND='output port'
DRT_DRC_VIOLATIONS_LEFT=0
CORE_AREA_SQ_MM=0.0218
DR.FIRST_ITER.DRC_COUNT=119
POST_SYNTH_MOST_FREQUENT_CELLS='144 x sky130_fd_sc_hd__and2_1, 20 x sky130_fd_sc_hd__nor2_1, 14 x sky130_fd_sc_hd__o21a_1'
NETLIST.TOP_CELL.BY_INSTANCES='sky130_fd_sc_hd__and2_1'
P_LEAK_nW=1.83
SYNTHCELLS=264
SYNTHDOMINANTCELLAREASHARE_PCT=50.5
SYN_AVG_CELL_AREA_SQ_UM=6.76
P_SW_uW=70.4
FINAL_CELL_AREA_SQ_MM=0.00508
POWER.SHARE.SWITCHING_PCT=27.9
FILL_CELLS=2448
SYNTH.YOSYS.CHIP_AREA_SQ_MM=0.00179
WIRE_LENGTH_OF_THE_FIRST_GLOBAL_ROUTING_PASS_MICRONS=19800
CTS.HOLD.BUFFERS_ADDED=0
GRT_MAX_DEGREE=33
HOLD_VIOLATIONS=0
HPWLAFTERDP_MICRONS=11800
[cell type report]
class	instances	area [sq um]	share of cell area, %
repair buffers	313	3120	61.3
well taps	280	350	6.90
multi-input cells	237	1610	31.8
[logic make-up after synthesis]
group / count (synthesis) / share of synthesized area (%)
mux: 7 / 3.92
compound gates: 50 / 22.2
buf+inv: 27 / 10.4
simple gates: 179 / 63.2
other cells: 1 / 0.210
[critical path, stage by stage]
cell	delay, ns
sky130_fd_sc_hd__clkdlybuf4s50_1	1.07
sky130_fd_sc_hd__nand4_4	0.41
sky130_fd_sc_hd__nor2_2	0.67
sky130_fd_sc_hd__a22oi_1	0.19
sky130_fd_sc_hd__a2bb2oi_1	0.28
sky130_fd_sc_hd__clkdlybuf4s50_1	0.52
[placed cells by master (no fill, tap or decap), drive strengths merged]
| master | n |
|---|---|
| a21bo | 1 |
| a21oi | 1 |
| a22o | 9 |
| a22oi | 4 |
| a2bb2oi | 4 |
| a31oi | 1 |
| and2 | 145 |
| and3 | 2 |
| buf | 7 |
| clkdlybuf4s50 | 306 |
| conb | 1 |
| mux2i | 7 |
| nand2 | 3 |
| nand2b | 3 |
| nand4 | 1 |
| nor2 | 21 |
| nor3 | 1 |
| nor3b | 1 |
| nor4b | 1 |
| o21a | 14 |
| o21ai | 7 |
| o221ai | 7 |
| o22ai | 2 |
| or4 | 1 |
[metrics by stage]
stage          cells  hold WS [ns]  worst slack, ns
2_1_floorplan    264          2.79             3.19
3_3_place_gp     830          3.64            0.843
3_5_place_dp     830          3.64            0.847
4_1_cts          830          3.65            0.834
5_1_grt          830          3.66            0.697
6_report         830          3.64            0.924
[layer usage]
layer / global-route usage [%] / up-vias / routed length (microns)
met4: 0.375 / 0 / 59
li1: - / 1447 / -
met2: 16.1 / 202 / 6680
met1: 9.83 / 1226 / 5310
met5: 0 / - / 0
met3: 3.69 / 4 / 1710
[worst max path at each step]
| stage | startpoint | endpoint | slack [ns] | cells after the start |
|---|---|---|---|---|
| after CTS | addr_bus[30] | Cpu_data4bus[9] | 0.83 | 6 |
| after global routing | addr_bus[30] | Cpu_data4bus[11] | 0.70 | 6 |
| final | addr_bus[30] | Cpu_data4bus[9] | 0.92 | 6 |
[power by group through the flow]
stage         Sequential [mW]  Combinational, mW  Clock [mW]
finish                      0              0.252           0
global route                0              0.277           0
CTS                         0              0.259           0
