## flow/design.v

```verilog
module IM (
    input [31: 0] pc,
    output reg [31: 0] instruction
);
reg [31: 0] inst_mem[63: 0];
always @(*) begin
    instruction = inst_mem[pc >> 2];
end
initial begin
    inst_mem[0] = 32'h00A00093;  
    inst_mem[1] = 32'h01000113;  
    inst_mem[2] = 32'h02400193;  
    inst_mem[3] = 32'h00400213;  
    inst_mem[4] = 32'h00122023;  
    inst_mem[5] = 32'h00222423;  
    inst_mem[6] = 32'h00500293;  
    inst_mem[7] = 32'h00208833;  
    inst_mem[8] = 32'h00022303;  
    inst_mem[9] = 32'h00822383;  
end
endmodule
```

## flow/config.mk

```make
export PLATFORM = sky130hd
export DESIGN_NAME = IM
export DESIGN_NICKNAME = IM
export VERILOG_FILES = /design/flow/design.v
export SDC_FILE = /design/flow/constraint.sdc
export NUM_CORES = 4
export LEC_CHECK = 1
export CORE_AREA = 10 10 70 70
export DIE_AREA = 0 0 80 80
```

## flow/constraint.sdc

```tcl
current_design IM

set clk_period 1.2
set clk_io_pct 0.2

create_clock -name clk0 -period $clk_period

set non_clock_inputs [all_inputs -no_clocks]
set_input_delay [expr $clk_period * $clk_io_pct] -clock clk0 $non_clock_inputs
set_output_delay [expr $clk_period * $clk_io_pct] -clock clk0 [all_outputs]
```

## flow/run.sh

```bash
#!/bin/bash
# OpenROAD 26Q1-2900-gdf79404cd8, Yosys 0.63+post, stock flow scripts
make -C /OpenROAD-flow-scripts/flow DESIGN_CONFIG=/design/flow/config.mk WORK_HOME=/design/flow/orfs finish
```

==> out/metrics.cfg <==
[finish]
lay_top_cells = conb_1 (16), buf_4 (7), buf_2 (6), dlygate4sd2_1 (5)
seqCellArea_um2 = 0
stdcell_area_um2 = 639
flop-count = 0
syn_to_final_growth_pct = 95.0
clkbuf_count = 0
drive_above_1_share_pct = 59.2
utilization_pct = 18.7
final_common_cell = conb_1

[floorplan]
die_area_mm2 = 0.00640
die_w_um = 80
die_h_um = 80
num_rows = 21
ios = 64
core-area_mm2 = 0.00342
initCoreUtil_pct = 9.60

[place]
gp_congestion = 0.726
placed_area_um2 = 551
portBuffers = 20
dp_hpwl_um = 937

[final_timing]
hold_viol_final = 0
clock.fmax_mhz = 809
holdWs_ns = 0.828
setup_viol = 1
finalCritPeriodShare_pct = 103
rsz0062_at_grt = yes
tns_ns = -0.0354
fin_crit_ns = 1.24
slew_viol_final = 0
timing.final.ws_setup_ns = -0.0354

[detailed_routing]
wl_um = 1200
via_per_inst = 2.87
wl_per_cell_um = 9.85
drc = 0
vias = 350
diodes = 0
drt_iter0_drc = 6
drtAntennaViolNets = 0
dr.pass1.iters = 2

[setup_path]
crit_fanout = 3
cp_data_required_time_ns = 0.96
arrival_ns = 1.00
critPathKind = in2out
crit_path_end_kind = output port
startpoint_type = input port
critPathLaunch = pc[2]

[logic_synthesis]
ys_chip_area_um2 = 328
synthCells = 51
yosys_cells = 51
netlist-cell-type-count = 17
postSynthSeqShare_pct = 0
netlist_area_um2 = 328
ys_warn_count = 1
avgSynthCellArea_um2 = 6.43

[grt]
antenna_found_initial = 0
grt_pass1_vias = 358
overflow = 0
grt_pass1_wl_um = 1700
track_usage_pct = 3.09
grt_max_degree = 8

[flow_run]
warnings = 65
cap_violations = 0

[power]
p_per_area_mw_per_mm2 = 255
p_leak_nw = 0.322
p_total_uw = 163
peakVddDrop_uv = 41.0

[outcome]
violations = negative setup slack
status = finished, violations left

[cts]
holdBufCountCts = 0

[hold_path]
hp-start = pc[3]
hold_path.class = in2out

Yosys cell counts:
cell | n | area share (%)
buf_2 | 1 | 1.5
o21ai_0 | 1 | 1.5
a21o_1 | 1 | 2.3
and2_4 | 1 | 2.7
nor3b_1 | 1 | 2.3
inv_2 | 1 | 1.1
inv_1 | 5 | 5.7
nand2_1 | 3 | 3.4
ha_1 | 4 | 15
a21oi_1 | 4 | 6.1
a211o_1 | 1 | 2.7
nor3_1 | 1 | 1.5
nand2b_1 | 1 | 1.9
nor2_1 | 5 | 5.7
conb_1 | 2 | 2.3
buf_4 | 18 | 41
o21ai_2 | 1 | 2.7
cell families (layout without fill, tap and decap cells):
kind of cell,count (synthesis),count (layout),share of synthesized area (%)
buffers and inverters,25,36,49.6
and+or+nand+nor,12,12,17.6
AOI/OAI and AO/OA,8,8,15.3
adders and majority gates,4,4,15.3
other,2,16,2.29
metrics by stage:
stage | instances | setup slack (ns)
floorplan | 65 | 0.0863
global placement | 119 | -0.867
detailed placement | 119 | -0.866
CTS | 122 | -0.114
global route | 122 | -0.0571
finish | 122 | -0.0354
routing by layer:
| layer | wire (µm) | vias to the layer above | GRT usage, % |
|---|---|---|---|
| met1 | 552 | 146 | 4.15 |
| met4 | 0 | 0 | 0 |
| li1 | - | 178 | - |
| met5 | 0 | - | 0 |
| met3 | 158 | 0 | 0.795 |
| met2 | 491 | 26 | 5.14 |
power breakdown:
| group | switching (mW) | leakage, nW | internal (mW) |
|---|---|---|---|
| Clock | 0 | 0 | 0 |
| Sequential | 0 | 0 | 0 |
| Combinational | 0.0721 | 0.322 | 0.0912 |
| Total | 0.0721 | 0.322 | 0.0912 |
repair_timing:
item	CTS	global route
buffers inserted	3	0
gates resized	77	13
cloned	0	0
pin swaps	7	7
endpoints found under the setup margin	16	10
critical path, cell delays in order:
cell and delay [ns]:
buf_8 0.09, inv_6 0.04, ha_4 0.14, and2_4 0.14, a211o_1 0.24, clkbuf_2 0.11
layout make-up:
| class | instances | area (µm²) |
|---|---|---|
| fillers | 383 | 2780 |
| multi-input cells | 40 | 305 |
| inverters | 6 | 30.0 |
| repair buffers | 30 | 246 |
| well taps | 46 | 57.6 |
worst paths after layout:
| kind | endpoint | depth (start not counted) |
|---|---|---|
| min | instruction[22] | 4 |
| max | instruction[9] | 6 |
Power and IR drop assume default switching activity.
